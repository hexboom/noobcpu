==> design/flow/design.v <==
`timescale 1ns/1ns
module REGISTER(q, d, clk);
  parameter N = 1;
  output reg [N-1:0] q;
  input [N-1:0]      d;
  input 	     clk;
  initial q = {N{1'b0}};
  always @(posedge clk)
    q <= d;
endmodule  
module REGISTER_CE(q, d, ce, clk);
  parameter N = 1;
  output reg [N-1:0] q;
  input [N-1:0]      d;
  input 	      ce, clk;
  initial q = {N{1'b0}};
  always @(posedge clk)
    if (ce) q <= d;
endmodule  
module REGISTER_R(q, d, rst, clk);
  parameter N = 1;
  parameter INIT = {N{1'b0}};
  output reg [N-1:0] q;
  input [N-1:0]      d;
  input 	      rst, clk;
  initial q = INIT;
  always @(posedge clk)
    if (rst) q <= INIT;
    else q <= d;
endmodule  
module REGISTER_R_CE(q, d, rst, ce, clk);
  parameter N = 1;
  parameter INIT = {N{1'b0}};
  output reg [N-1:0] q;
  input [N-1:0]      d;
  input 	      rst, ce, clk;
  initial q = INIT;
  always @(posedge clk)
    if (rst) q <= INIT;
    else if (ce) q <= d;
endmodule  
module ASYNC_ROM(q, addr);
  parameter DWIDTH = 8;              
  parameter AWIDTH = 8;              
  parameter DEPTH  = (1 << AWIDTH);  
  parameter MIF_HEX = "";
  parameter MIF_BIN = "";
  input  [AWIDTH-1:0] addr;  
  output [DWIDTH-1:0] q;     
  (* rom_style = "distributed" *) reg [DWIDTH-1:0] mem [0:DEPTH-1];
  integer i;
  initial begin
    if (MIF_HEX != "") begin
      $readmemh(MIF_HEX, mem);
    end
    else if (MIF_BIN != "") begin
      $readmemb(MIF_BIN, mem);
    end
    else begin
      for (i = 0; i < DEPTH; i = i + 1) begin
        mem[i] = 0;
      end
    end
  end
  assign q = mem[addr];
endmodule  
module ASYNC_RAM(q, d, addr, we, clk);
  parameter DWIDTH = 8;              
  parameter AWIDTH = 8;              
  parameter DEPTH  = (1 << AWIDTH);  
  parameter MIF_HEX = "";
  parameter MIF_BIN = "";
  input               clk;
  input  [AWIDTH-1:0] addr;  
  input 	            we;    
  input  [DWIDTH-1:0] d;     
  output [DWIDTH-1:0] q;     
  (* ram_style = "distributed" *) reg [DWIDTH-1:0] mem [0:DEPTH-1];
  integer i;
  initial begin
    if (MIF_HEX != "") begin
      $readmemh(MIF_HEX, mem);
    end
    else if (MIF_BIN != "") begin
      $readmemb(MIF_BIN, mem);
    end
    else begin
      for (i = 0; i < DEPTH; i = i + 1) begin
        mem[i] = 0;
      end
    end
  end
  always @(posedge clk) begin
    if (we)
      mem[addr] <= d;
  end
  assign q = mem[addr];
endmodule  
module SYNC_ROM(q, addr, en, clk);
  parameter DWIDTH = 8;              
  parameter AWIDTH = 8;              
  parameter DEPTH  = (1 << AWIDTH);  
  parameter MIF_HEX = "";
  parameter MIF_BIN = "";
  input 	            clk;
  input               en;    
  input  [AWIDTH-1:0] addr;  
  output [DWIDTH-1:0] q;     
  (* rom_style = "block" *) reg [DWIDTH-1:0] mem [0:DEPTH-1];
  integer i;
  initial begin
    if (MIF_HEX != "") begin
      $readmemh(MIF_HEX, mem);
    end
    else if (MIF_BIN != "") begin
      $readmemb(MIF_BIN, mem);
    end
    else begin
      for (i = 0; i < DEPTH; i = i + 1) begin
        mem[i] = 0;
      end
    end
  end
  reg [DWIDTH-1:0] read_data_reg;
  always @(posedge clk) begin
    if (en) begin
      read_data_reg <= mem[addr];
    end
  end
  assign q = read_data_reg;
endmodule  
module SYNC_RAM(q, d, addr, we, en, clk);
  parameter DWIDTH = 8;            
  parameter AWIDTH = 8;            
  parameter DEPTH  = 1 << AWIDTH;  
  parameter MIF_HEX = "";
  parameter MIF_BIN = "";
  input               clk;
  input  [AWIDTH-1:0] addr;  
  input 	            we;    
  input               en;    
  input  [DWIDTH-1:0] d;     
  output [DWIDTH-1:0] q;     
  (* ram_style = "block" *) reg [DWIDTH-1:0] mem [0:DEPTH-1];
  integer i;
  initial begin
    if (MIF_HEX != "") begin
      $readmemh(MIF_HEX, mem);
    end
    else if (MIF_BIN != "") begin
      $readmemb(MIF_BIN, mem);
    end
    else begin
      for (i = 0; i < DEPTH; i = i + 1) begin
        mem[i] = 0;
      end
    end
  end
  reg [DWIDTH-1:0] read_data_reg;
  always @(posedge clk) begin
    if (en) begin
      if (we)
        mem[addr] <= d;
      read_data_reg <= mem[addr];
    end
  end
  assign q = read_data_reg;
endmodule  
module SYNC_ROM_DP(q0, addr0, en0, q1, addr1, en1, clk);
  parameter DWIDTH = 8;              
  parameter AWIDTH = 8;              
  parameter DEPTH  = (1 << AWIDTH);  
  parameter MIF_HEX = "";
  parameter MIF_BIN = "";
  input 	            clk;
  input               en0, en1;      
  input  [AWIDTH-1:0] addr0, addr1;  
  output [DWIDTH-1:0] q0, q1;        
  (* rom_style = "block" *) reg [DWIDTH-1:0] mem [0:DEPTH-1];
  integer i;
  initial begin
    if (MIF_HEX != "") begin
      $readmemh(MIF_HEX, mem);
    end
    else if (MIF_BIN != "") begin
      $readmemb(MIF_BIN, mem);
    end
    else begin
      for (i = 0; i < DEPTH; i = i + 1) begin
        mem[i] = 0;
      end
    end
  end
  reg [DWIDTH-1:0] read_data0_reg;
  reg [DWIDTH-1:0] read_data1_reg;
  always @(posedge clk) begin
    if (en0) begin
      read_data0_reg <= mem[addr0];
    end
  end
  always @(posedge clk) begin
    if (en1) begin
      read_data1_reg <= mem[addr1];
    end
  end
  assign q0 = read_data0_reg;
  assign q1 = read_data1_reg;
endmodule  
module ASYNC_RAM_DP(q0, d0, addr0, we0, q1, d1, addr1, we1, clk);
  parameter DWIDTH = 8;              
  parameter AWIDTH = 8;              
  parameter DEPTH  = (1 << AWIDTH);  
  parameter MIF_HEX = "";
  parameter MIF_BIN = "";
  input               clk;
  input  [AWIDTH-1:0] addr0, addr1;  
  input 	            we0, we1;      
  input  [DWIDTH-1:0] d0, d1;        
  output [DWIDTH-1:0] q0, q1;        
  (* ram_style = "distributed" *) reg [DWIDTH-1:0] mem [0:DEPTH-1];
  integer i;
  initial begin
    if (MIF_HEX != "") begin
      $readmemh(MIF_HEX, mem);
    end
    else if (MIF_BIN != "") begin
      $readmemb(MIF_BIN, mem);
    end
    else begin
      for (i = 0; i < DEPTH; i = i + 1) begin
        mem[i] = 0;
      end
    end
  end
  always @(posedge clk) begin
    if (we0)
      mem[addr0] <= d0;
  end
  always @(posedge clk) begin
    if (we1)
      mem[addr1] <= d1;
  end
  assign q0 = mem[addr0];
  assign q1 = mem[addr1];
endmodule  
module SYNC_RAM_DP(q0, d0, addr0, we0, en0, q1, d1, addr1, we1, en1, clk);
  parameter DWIDTH = 8;              
  parameter AWIDTH = 8;              
  parameter DEPTH  = (1 << AWIDTH);  
  parameter MIF_HEX = "";
  parameter MIF_BIN = "";
  input               clk;
  input  [AWIDTH-1:0] addr0, addr1;  
  input 	            we0, we1;      
  input               en0, en1;      
  input  [DWIDTH-1:0] d0, d1;        
  output [DWIDTH-1:0] q0, q1;        
  (* ram_style = "block" *) reg [DWIDTH-1:0] mem [0:DEPTH-1];
  integer i;
  initial begin
    if (MIF_HEX != "") begin
      $readmemh(MIF_HEX, mem);
    end
    else if (MIF_BIN != "") begin
      $readmemb(MIF_BIN, mem);
    end
    else begin
      for (i = 0; i < DEPTH; i = i + 1) begin
        mem[i] = 0;
      end
    end
  end
  reg [DWIDTH-1:0] read_data0_reg, read_data1_reg;
  always @(posedge clk) begin
    if (en0) begin
      if (we0)
        mem[addr0] <= d0;
      read_data0_reg <= mem[addr0];
    end
  end
  always @(posedge clk) begin
    if (en1) begin
      if (we1)
        mem[addr1] <= d1;
      read_data1_reg <= mem[addr1];
    end
  end
  assign q0 = read_data0_reg;
  assign q1 = read_data1_reg;
endmodule  
module ASYNC_RAM_WBE(q, d, addr, en, wbe, clk);
  parameter DWIDTH = 8;              
  parameter AWIDTH = 8;              
  parameter DEPTH  = (1 << AWIDTH);  
  parameter MIF_HEX = "";
  parameter MIF_BIN = "";
  input [DWIDTH-1:0]   d;     
  input [AWIDTH-1:0]   addr;  
  input [DWIDTH/8-1:0] wbe;   
  input en;
  input clk;
  output [DWIDTH-1:0] q;
  (* ram_style = "block" *) reg [DWIDTH-1:0] mem [0:DEPTH-1];
  integer i;
  initial begin
    if (MIF_HEX != "") begin
      $readmemh(MIF_HEX, mem);
    end
    else if (MIF_BIN != "") begin
      $readmemb(MIF_BIN, mem);
    end
    else begin
      for (i = 0; i < DEPTH; i = i + 1) begin
        mem[i] = 0;
      end
    end
  end
  always @(posedge clk) begin
    if (en) begin
      for (i = 0; i < DWIDTH/8; i = i+1) begin
        if (wbe[i])
          mem[addr][i*8 +: 8] <= d[i*8 +: 8];
        end
    end
  end
  assign q = mem[addr];
endmodule  
module SYNC_RAM_WBE(q, d, addr, en, wbe, clk);
  parameter DWIDTH = 8;              
  parameter AWIDTH = 8;              
  parameter DEPTH  = (1 << AWIDTH);  
  parameter MIF_HEX = "";
  parameter MIF_BIN = "";
  input [DWIDTH-1:0]   d;     
  input [AWIDTH-1:0]   addr;  
  input [DWIDTH/8-1:0] wbe;   
  input en;
  input clk;
  output [DWIDTH-1:0] q;
  (* ram_style = "block" *) reg [DWIDTH-1:0] mem [0:DEPTH-1];
  integer i;
  initial begin
    if (MIF_HEX != "") begin
      $readmemh(MIF_HEX, mem);
    end
    else if (MIF_BIN != "") begin
      $readmemb(MIF_BIN, mem);
    end
    else begin
      for (i = 0; i < DEPTH; i = i + 1) begin
        mem[i] = 0;
      end
    end
  end
  reg [DWIDTH-1:0] read_data_reg;
  always @(posedge clk) begin
    if (en) begin
      for (i = 0; i < DWIDTH/8; i = i+1) begin
        if (wbe[i])
          mem[addr][i*8 +: 8] <= d[i*8 +: 8];
        end
      read_data_reg <= mem[addr];
    end
  end
  assign q = read_data_reg;
endmodule  
module SYNC_RAM_DP_WBE(q0, d0, addr0, en0, wbe0, q1, d1, addr1, en1, wbe1, clk);
  parameter DWIDTH = 8;              
  parameter AWIDTH = 8;              
  parameter DEPTH  = (1 << AWIDTH);  
  parameter MIF_HEX = "";
  parameter MIF_BIN = "";
  input clk;
  input [DWIDTH-1:0]   d0;     
  input [AWIDTH-1:0]   addr0;  
  input [DWIDTH/8-1:0] wbe0;   
  input                en0;
  output [DWIDTH-1:0]  q0;
  input [DWIDTH-1:0]   d1;     
  input [AWIDTH-1:0]   addr1;  
  input [DWIDTH/8-1:0] wbe1;   
  input                en1;
  output [DWIDTH-1:0]  q1;
  (* ram_style = "block" *) reg [DWIDTH-1:0] mem [0:DEPTH-1];
  integer i;
  initial begin
    if (MIF_HEX != "") begin
      $readmemh(MIF_HEX, mem);
    end
    else if (MIF_BIN != "") begin
      $readmemb(MIF_BIN, mem);
    end
    else begin
      for (i = 0; i < DEPTH; i = i + 1) begin
        mem[i] = 0;
      end
    end
  end
  reg [DWIDTH-1:0] read_data0_reg;
  reg [DWIDTH-1:0] read_data1_reg;
  always @(posedge clk) begin
    if (en0) begin
      for (i = 0; i < 4; i = i+1) begin
        if (wbe0[i])
          mem[addr0][i*8 +: 8] <= d0[i*8 +: 8];
      end
      read_data0_reg <= mem[addr0];
    end
  end
  always @(posedge clk) begin
    if (en1) begin
      for (i = 0; i < 4; i = i+1) begin
        if (wbe1[i])
          mem[addr1][i*8 +: 8] <= d1[i*8 +: 8];
        end
      read_data1_reg <= mem[addr1];
    end
  end
  assign q0 = read_data0_reg;
  assign q1 = read_data1_reg;
endmodule  
module ASYNC_RAM_1W2R(d0, addr0, we0, q1, addr1, q2, addr2, clk);
  parameter DWIDTH = 8;   
  parameter AWIDTH = 8;   
  parameter DEPTH = 256;  
  parameter MIF_HEX = "";
  parameter MIF_BIN = "";
  input clk;
  input [DWIDTH-1:0] d0;     
  input [AWIDTH-1:0] addr0;  
  input              we0;    
  input [AWIDTH-1:0] addr1;  
  output [DWIDTH-1:0] q1;
  input [AWIDTH-1:0] addr2;  
  output [DWIDTH-1:0] q2;
  (* ram_style = "distributed" *) reg [DWIDTH-1:0] mem [0:DEPTH-1];
  integer i;
  initial begin
    if (MIF_HEX != "") begin
      $readmemh(MIF_HEX, mem);
    end
    else if (MIF_BIN != "") begin
      $readmemb(MIF_BIN, mem);
    end
    else begin
      mem[0] = 0;  
      for (i = 1; i < DEPTH; i = i + 1) begin
        mem[i] = -1;
      end
    end
  end
  always @(negedge clk) begin  
    if (we0 && addr0!=5'd0) 
        mem[addr0] <= d0;
  end
  assign q1 = mem[addr1];
  assign q2 = mem[addr2];
endmodule  
==> design/flow/run.sh <==
#!/bin/bash
# OpenROAD 26Q1-2900-gdf79404cd8, Yosys 0.63+post, stock flow scripts
make -C /OpenROAD-flow-scripts/flow DESIGN_CONFIG=/design/flow/config.mk WORK_HOME=/design/flow/orfs finish
==> design/flow/config.mk <==
export PLATFORM = sky130hd
export DESIGN_NAME = SYNC_RAM_DP_WBE
export DESIGN_NICKNAME = SYNC_RAM_DP_WBE
export VERILOG_FILES = /design/flow/design.v
export SDC_FILE = /design/flow/constraint.sdc
export NUM_CORES = 4
export LEC_CHECK = 1
export CORE_UTILIZATION = 50
==> design/flow/constraint.sdc <==
current_design SYNC_RAM_DP_WBE

set clk_period 19.7
set clk_io_pct 0.2

create_clock -name clk0 -period $clk_period [get_ports {clk}]

set non_clock_inputs [all_inputs -no_clocks]
set_input_delay [expr $clk_period * $clk_io_pct] -clock clk0 $non_clock_inputs
set_output_delay [expr $clk_period * $clk_io_pct] -clock clk0 [all_outputs]
==> changes_impl.md <==
### Metrics

* TritonCTS clock tree: done
* Pre-placement core utilization at 0.504
* Logic pwr share at 0.108
* # rows at 180
* Leakage power at 41.6 nW
* Worst Tran Pin Value at 1.41 ns
* Aggregate routed wire length at 443000 um
* Mapped Area at 121000 um2
* WL per Instance at 40.9 um
* Clock Power Share at 0.419
* CTS Hold Bufs at 0
* Max reg flops at 2048
* Cell Type Count at 32
* Flops after synth at 2064
* Switching Share at 0.245
* Hpwl dp at 283000 um
* Postcts setup bufs at 0
* Worst skew pair latency at 0.89 ns
* Port bufs at 52
* Synth-to-layout area growth at 10.4%
* Largest net degree at the start of global routing at 99
* Critical Path End Type: flop
* Hold WC Path Type: reg2reg
* Arrival time worst endpoint at 10.20 ns
* Pwr Total at 10.3 mW
* Resize count post-CTS at 0
* CTS H-tree lvls at 4
* RSZ-0062 raised after global routing: false
* CP max stage cell: o41ai_1
* Remaining DRCs at 0
* Worst-path cell chain: buf_8 -> buf_4 -> buf_4 -> buf_4 -> buf_4 -> buf_4 -> mux4_2 -> a22oi_1 -> a21oi_1 -> o41ai_1 -> buf_4 -> nand4_1
* Sequential cell area fraction in the yosys report at 0.511
* Crit-path max FO at 64
* Die H at 495 um
* Grt ovf at 0
* First DRT Iteration DRCs at 5645
* Setup tns final at 0 ns
* Hold Violations, Final at 0
* Status: finished, final reports clean
* Log Warnings at 27
* Number of global-route vias before repair at 81800
* Syn_area_per_cell at 16.0 um2
* Final core occ at 0.556
* PD cells at 76.7 nW/um2
* Ports at 53
* Cts bufs inserted at 229
* CP peak stage delay at 1.04 ns
* Post-DRT Antenna Nets at 0
* Critical path's most frequent cell: buf_4
* Final Setup Violations at 0
* Gr usage total at 0.404
* First-pass GRT wire length at 623000 um
* CTS max path bufs at 3
* Initial antenna violation count at 28
* Area reported by Yosys stat at 121000 um2
* Cells after synthesis at 7571
* Ys Warns at 13
* Max Cap Viol at 0
* Max-slew violations at 0
* Worst Skew at 0.0399 ns
* Register share of total power at 0.473
* FMAX at 104 MHz
* Post-placement cell count at 10400
* CTS Sinks at 2064
* Worst-path clk slew at 0.06 ns
* Fin crit period at 9.59 ns
* Vias at 77200
* Non-filler cells, final at 10800
* Crit path required time at 20.31 ns
* Worst setup SP type: input port
* Crit share post-route at 0.487
* WS Path Type: in2reg
* Core area at 241000 um2
* 1st-pass router iterations at 5
* Share of cells above drive strength 1 at 0.540
* Die Area at 245000 um2
* Net switching power at 2.52 mW
* P_int at 7.76 mW
* Yosys cell count at 7571
* Chip Width at 495 um
* Clock root buffer: clkbuf_16
* Vias per inst at 7.14
* Slew Limit Headroom at 0.0464
* Routability Congestion at 1.01
* Peak supply drop at 0.0000981 V
power groups by stage:
stage | clock (mW) | sequential (mW) | combinational, mW
CTS | 4.36 | 4.86 | 1.09
global route | 4.51 | 4.86 | 1.15
finish | 4.31 | 4.86 | 1.11
worst max-delay path: cells and delay by family:
family | cells | cell delay (ns)
compound gates | 3 | 1.63
mux | 1 | 0.40
simple gates | 1 | 0.07
buf+inv | 7 | 3.90
metal layers:
layer,GRT usage,part of all wire
met5,0.0196,0.0022
met4,0.171,0.056
met3,0.266,0.16
met2,0.561,0.46
met1,0.521,0.33
per-stage QoR:
stage | hold WS (ns) | setup WS (ns) | cell area, um2
2_1_floorplan | 0.916 | 13.47 | 121000
3_3_place_gp | 1.08 | 9.22 | 126000
3_5_place_dp | 1.07 | 9.26 | 127000
4_1_cts | 1.08 | 10.20 | 134000
5_1_grt | 1.12 | 9.80 | 134000
6_report | 1.07 | 10.11 | 134000
final timing paths:
check | slack (ns) | from | end | cells past startpoint
max | 10.11 | addr0[1] | read_data0_reg[5]$_DFFE_PP_ | 12
max reg2reg | 16.30 | mem[236][3]$_DFFE_PP_ | read_data0_reg[3]$_DFFE_PP_ | 5
min | 1.07 | mem[4][1]$_DFFE_PP_ | read_data1_reg[1]$_DFFE_PP_ | 5
min reg2reg | 1.07 | mem[4][1]$_DFFE_PP_ | read_data1_reg[1]$_DFFE_PP_ | 5
cell usage in the layout, fill, tap and decap left out, types with 28 or more instances in the layout:
| cell | instances |
|---|---|
| clkdlybuf4s50_1 | 32 |
| nand2_2 | 28 |
| buf_4 | 499 |
| clkinv_1 | 57 |
| nor2_1 | 43 |
| a21oi_1 | 256 |
| o41ai_2 | 34 |
| mux2_2 | 1998 |
| clkbuf_1 | 45 |
| nor2_2 | 123 |
| o22ai_1 | 165 |
| mux2_1 | 50 |
| o21ai_0 | 91 |
| clkinv_2 | 52 |
| edfxtp_1 | 2064 |
| nand2_1 | 109 |
| mux4_2 | 1024 |
| a22oi_1 | 512 |
| clkbuf_16 | 236 |
| o41ai_1 | 30 |
cells by family after synthesis:
kind of cell           after synthesis  share of synthesized area
muxes                             3072                      0.380
DFF                               2064                      0.511
AOI/OAI and AO/OA                 1088                     0.0591
buffers and inverters              946                     0.0318
and+or+nand+nor                    401                     0.0178
cell type report:
type / instances / area [um2]
clock inverter: 143 / 1310
multi-input combinational: 4561 / 55900
sequential: 2064 / 62000
antenna: 23 / 57.6
clock buffer: 281 / 6070
inverter: 1 / 3.75
tap: 3185 / 3990
timing repair buffer: 564 / 4620
fill: 18500 / 107000
synth_stat cells, drive strengths merged:
cell type	count	area share
edfxtp	2064	0.51
mux2	2048	0.19
mux4	1024	0.19
clkbuf	723	0.022
a22oi	512	0.032
a21oi	256	0.011
buf	222	0.0094
nor2	185	0.0093
o22ai	165	0.0085
nand2	143	0.0046
o21ai	91	0.0038
o41ai	64	0.0046
nand4	17	0.00088
nor2b	14	0.00072
nand3	12	0.00050
nor3	8	0.00041
nand2b	6	0.00031
nor3b	5	0.00031
and2	4	0.00021
or2	3	0.00015
or3	2	0.00010
and4	1	0.000072
inv	1	0.000031
nor4	1	0.00018
Power figures rest on the tool's default switching activity, not on a simulated workload.
